$ cat flow/config.mk
export PLATFORM = sky130hd
export DESIGN_NAME = dlx_pipe_if
export DESIGN_NICKNAME = dlx_pipe_if
export VERILOG_FILES = /design/flow/design.v
export SDC_FILE = /design/flow/constraint.sdc
export NUM_CORES = 4
export LEC_CHECK = 1
export CORE_UTILIZATION = 50
export SYNTH_HDL_FRONTEND = slang
$ cat flow/constraint.sdc
current_design dlx_pipe_if

set clk_period 7.7
set clk_io_pct 0.2

create_clock -name clk0 -period $clk_period [get_ports {clk}]

set non_clock_inputs [all_inputs -no_clocks]
set_input_delay [expr $clk_period * $clk_io_pct] -clock clk0 $non_clock_inputs
set_output_delay [expr $clk_period * $clk_io_pct] -clock clk0 [all_outputs]
$ cat flow/design.v
package dlx_global_pkg;
   typedef logic [32-1 : 0] dlx_word ; 
   typedef logic unsigned  [32-1 : 0] dlx_word_us;  
   typedef logic [32-1 : 0] dlx_addr ;
   typedef logic [32 : 0] dlx_arith_word;
   typedef logic [5:0] reg_adr;
   typedef  logic [5 : 0] opcode;
   typedef  logic [5 : 0] spfunc;
   typedef  logic [4 : 0] fpfunc;
   typedef  logic [4 : 0] regadr;
   typedef  logic [15 :0] imm16;
   typedef  logic [25: 0] imm26;
   typedef  logic [16: 0] imm17;
   typedef  logic [3 : 0] alu_func;
   typedef  logic [1 : 0] mem_width;
   typedef enum { NOFORW , LOAD , STORE , RR_ALU , IM_ALU , BRANCH , MOVEI2S , MOVES2I } opcode_class;
   typedef enum {FWDSEL_NOFORW , FWDSEL_EX_MEM_ALU_OUT , FWDSEL_MEM_WB_DATA } fwd_select;
endpackage  
import dlx_global_pkg::*;
module dlx_pipe_if (
		    input logic clk,
		    input logic rst,
		    input logic stall,
		    input logic dc_wait,
		    input dlx_word_us id_npc,
		    input logic id_cond,		    
		    input  dlx_word ic_data,
		    output dlx_addr ic_addr,
		    output dlx_word if_id_ir ,
		    output dlx_word_us if_id_npc
		    );
   dlx_word_us pc;  
   dlx_word_us npc;
   always_comb begin: if_comb
      ic_addr = pc;
      if(id_cond == 1'b0)begin
	 npc = pc + 4; 
      end
      else if (id_cond == 1'b1)begin
	 npc = id_npc;
      end
      else begin
	 npc = 'x;  
      end      
   end
   always_ff @ (posedge clk , posedge rst ) begin : if_seq      
      if(rst == 1'b1) begin
	 pc       <= '0;
	 if_id_ir <= '0;  
      end
      else begin
	 if(dc_wait == 1'b0 && stall == 1'b0)begin
	    if_id_ir  <= ic_data;
            if_id_npc <= npc;
            pc        <= npc;  
        end
      end
   end : if_seq
endmodule
$ cat flow/run.sh
#!/bin/bash
# OpenROAD 26Q1-2900-gdf79404cd8, Yosys 0.63+post, stock flow scripts
make -C /OpenROAD-flow-scripts/flow DESIGN_CONFIG=/design/flow/config.mk WORK_HOME=/design/flow/orfs finish
==> design notes <==
The fraction of power consumed by the clock network came out at 26.9%. The flow ran to the end, and the final reports show no timing, DRC or antenna violations. In this run the static leakage power is 2.80 nW. The number of different library cells used by synthesis comes to 56. Summed over all nets, the half-perimeter wirelength after detailed placement is 8.57 mm. The most used standard cell by instance count after synthesis was nand2_1. The via density per instance came out at 5.70.

The tools report the kind of end point of the critical path as a flip-flop. For the wire length of the first global-routing pass, the log shows 21.0 mm. The remaining global-route overflow was 0. Looking at the clock tree report, the root buffer type is clkbuf_8.

STA classifies the critical path startpoint as a primary input. The CTS sink count is 96. The count of fill cells added during filler insertion was 738. In this run the worst setup path terminates at if_id_npc[10]. Buffers inserted to repair hold after CTS numbered 0. With the data arrival time at the worst-slack endpoint at 3500 ps, the maximum fanout along the worst path is 65. The tools report the met3 layer usage reported by global route as 8.69%. The growth of design area from synthesis to finish was 38.5%. The initial antenna violation count was 0; the final design utilization was 71.2%. The run gives 26.8% for the overall fraction of global-route tracks in use.

The dominant cell type by area after synthesis is dfrtp_1. After the first detailed-routing iteration, the DRC count stood at 269. The synthesis run shows multiplexers occupying 3.80% of the cell area. With the maximum number of pins on one net before global-route repair at 85, the share of synthesized cell area in and, or, nand and nor gates is 29.1%. With the mean instance size in the synthesized netlist at 9.19 um2, the met2 track demand over resource is 39.4%. Summed over its instances, the top area cell type makes up 32.0% of the synthesized netlist area.

Fraction of layout instances using a drive strength above 1: 7.54%. Broken down by cell family, the worst path's largest delay share belongs to buffers and inverters. The per-cell routed wire length works out to 15.9 um. The global routing's busiest layer was met1. Remaining routing DRC violations: 0. The tools report the total detailed-routing wirelength as 13.1 mm.

Routability-driven placement finished with a final weighted congestion of 0.896. The run gives 27.8% for the net switching share of the total power. Total of cells resized after clock tree synthesis: 0.

Counting endpoints that fail hold in the final report gives 0. Across all layers, the routed design uses 4687 vias. The tools report the clock latency on the worst-skew pair as 360 ps. Excluding fillers, the count of instances in the completed layout stands at 823. The power report puts the net switching power at 0.364 mW. Required arrival time at the worst endpoint: 7740 ps. The internal portion of total power came out at 0.948 mW.

The smallest clock period supported by the final layout is computed as 3460 ps. Of the total power, registers draw 50.5%. Predominant post-synthesis flop cell: dfrtp_1. With the worst vdd rail ir drop at 0.119 mV, the post-synthesis share of cell area spent on full adders, half adders and majority gates is 0.250%.

The commonest cells after synthesis are nand2_1, dfrtp_1, nand3_1, edfxtp_1, nor2_1. The region available for standard cell placement spans 9730 um2. Cell type with the highest occurrence count on the critical path: buf_4. The tools report the number of max-slew violations in the final report as 0. According to the floorplan report, the die height is 102 um. The maximum single-stage delay on the critical path is 450 ps.

Maximum root-to-sink buffer count: 2. The area share of xor/xnor cells in the synthesized design was 1.58%. For reference, the top cells by area after synthesis are dfrtp_1, edfxtp_1, nand2_1, mux2_2, nand3_1. Via count of the first global-routing pass: 4241. Per the summary, power density relative to cell area is 190 nW/um2.

Of the synthesized area, sequential elements account for 51.2%. The logs give a warning total of 26. The die footprint is 10400 um2. The combined buffer and inverter count along the critical path came out at 3. In this run the critical register-to-register path is captured at if_id_npc[14]. The chip area line in the Yosys stat output reads 5000 um2. Synthesis handed over a netlist of 544 instances. With the normalized max-slew margin at 45.7%, the post-layout total power is 1.31 mW. The min-delay analysis places its worst path in the category reg -> reg.

The tools report the startpoint of the worst-slack reg-to-reg timing path as ic_addr[2]. The worst setup path is of the in -> reg kind. After routing, the total negative slack on setup checks comes to 0 ps. The number of H-tree branching levels is 3, and the cell area after technology mapping is 5000 um2. The logic depth of the worst setup path including buffers is 5, and the cell total after placement is 807. In the log, the iteration count for the first detailed-route pass is 4. Ratio of final minimum period to clock period: 45.0%. After Yosys synthesis, AND-OR and OR-AND compound gates account for 10.0% of the synthesized area. For reference, the critical path cell chain is clkdlybuf4s50_1 -> or2_2 -> buf_4 -> nor2_4 -> buf_4. For the number of buffers created by CTS, the log shows 9. The run gives 51.4% as the pre-placement core utilization. The number of setup violations in the final report is 0, and the count of boundary I/O pins is 165. The met1 usage came out at 41.9%. TritonCTS built the clock tree. The horizontal die dimension is 102 um. The total inserted antenna cells is 0. Input and output buffers added on the ports amount to 164. After synthesis, the design contains 544 cells according to Yosys. The synthesis stat section lists a flop and latch total of 96.

The synthesis report gives the async set-or-reset register share as 66.7%. Setup repair after global routing left no endpoint under its margin. The register clock-pin slew on the reported worst setup and hold paths works out to 90 ps.

The combinational fraction of design power came out at 22.6%. The detail route stage leaves a number of antenna-violating nets equal to 0. Slack of the worst reg-to-reg path: 5250 ps. For this run, the number of Yosys warnings is 0. Post-CTS timing repair inserted 0 buffers for setup.

The actual slew at the worst max-slew pin is 808 ps. On the critical path, the stage with the largest delay is an instance of clkdlybuf4s50_1. The critical path startpoint is stall. The dominant combinational cell family by area after synthesis is simple AND/OR/NAND/NOR gates. Per the timing report, the achievable frequency comes out to 289 MHz. Counting flops with a built-in enable in the synthesized netlist gives 32. The clock arrives with 12.7 ps of skew. Row generation in the floorplan step produced 36 rows.

The logic depth of the worst register-to-register path works out to 5. Per the run summary, max-cap violations total 0.
[final cells by class]
cell class,instances,area (um2),area share (%)
Sequential cell,96,2560,37.0
Clock buffer,14,205,2.96
Multi-Input combinational cell,399,2250,32.5
Timing Repair Buffer,172,1700,24.5
Tap cell,133,166,2.40
Inverter,7,26.3,0.379
Clock inverter,2,15.0,0.217
[power by group through the flow]
stage	logic (mW)	clock network, mW	registers [mW]
finish	0.296	0.353	0.663
CTS	0.298	0.361	0.662
global route	0.330	0.380	0.674
[per-layer routing]
metal  vias up  wire (um)
met2       205       6160
li1       2228          -
met1      2234       5480
met5         -          0
met4         0        201
met3        20       1250
[through the flow]
step                area, um2  hold slack (ps)  setup WS, ps
global route             6930              501          4110
floorplan                5000              421          3670
detailed placement       6710              462          3860
CTS                      6930              485          4250
global placement         6710              457          3870
finish                   6930              479          4240
[worst register-to-register path, cell delays in order, from the launching register on]
cell     delay, ps
dfrtp_1        510
ha_1           290
nand4_1        280
nor3_1         710
xor2_1         140
mux2_2         290
[sequential cells by signal, summed over array words and instances (netlist names)]
signal	cells
ic_addr	32
if_id_npc	32
if_id_ir	32
[worst min-delay path by stage]
stage            start           end  cells past startpoint
4_1_cts    if_id_ir[5]   if_id_ir[5]                      2
5_1_grt   if_id_ir[27]  if_id_ir[27]                      2
6_report   if_id_ir[5]   if_id_ir[5]                      2
[layout by cell type, fill, tap and decap left out, types with 6 or more instances in the layout]
master,n
a21oi_1,11
clkbuf_8,11
nand4_1,25
o21ai_0,18
edfxtp_1,32
o31ai_1,6
nor4_1,12
nor2_1,30
nor3_1,11
dfrtp_1,64
nand2_1,138
clkdlybuf4s50_1,163
and3_1,13
nand3_1,34
mux2_2,16
buf_4,8
[cell families after synthesis]
family / count (synthesis)
xor gates and xnor gates: 9
and+or+nand+nor: 298
DFF: 96
AOI/OAI and AO/OA: 74
buffers and inverters: 49
adders and majority gates: 1
muxes: 17
Power and IR drop assume default switching activity.
